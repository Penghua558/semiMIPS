**design.v**
```verilog
module counter(data_in, en, clr, clk, load, data_out, data_out_next);
parameter DATAWIDTH = 32;
parameter UPPERLIMIT = 4096;
input wire [DATAWIDTH-1:0] data_in;
input wire en;
input wire clr;
input wire clk;
input wire load;
output reg [DATAWIDTH-1:0] data_out;
output reg [DATAWIDTH-1:0] data_out_next; 
always @(posedge clk, negedge clr) begin
    if (clr == 1'b0) begin
        data_out <= 0;
    end else begin
        if (en == 1'b1) begin
            if (load == 1'b1) begin
                data_out <= data_in;
            end else begin
                if (data_out >= UPPERLIMIT) begin
                    data_out <= 0;
                end else begin
                    data_out <= data_out + 4;
                end
            end
        end
    end
end
always @(data_out) begin
    if (data_out >= UPPERLIMIT) begin
        data_out_next = 0;
    end else begin
        data_out_next = data_out + 4;
    end
end
endmodule
```
**run.sh**
```bash
#!/bin/bash
# OpenROAD 26Q1-2900-gdf79404cd8, Yosys 0.63+post, stock flow scripts
make -C /OpenROAD-flow-scripts/flow DESIGN_CONFIG=/design/flow/config.mk WORK_HOME=/design/flow/orfs finish
```
**config.mk**
```make
export PLATFORM = sky130hd
export DESIGN_NAME = counter
export DESIGN_NICKNAME = counter
export VERILOG_FILES = /design/flow/design.v
export SDC_FILE = /design/flow/constraint.sdc
export NUM_CORES = 4
export LEC_CHECK = 1
export CORE_UTILIZATION = 40
```
**constraint.sdc**
```tcl
current_design counter

set clk_period 4.9
set clk_io_pct 0.2

create_clock -name clk0 -period $clk_period [get_ports {clk}]

set non_clock_inputs [all_inputs -no_clocks]
set_input_delay [expr $clk_period * $clk_io_pct] -clock clk0 $non_clock_inputs
set_output_delay [expr $clk_period * $clk_io_pct] -clock clk0 [all_outputs]
```
==> reports/qor.log <==
qor: die.ios 100
qor: synthesis.synth-async-reset-ratio 100%
qor: run.openroad.warnings 28
qor: detailed_routing.totalWireLength 4880 um
qor: synthesis.synth_top_cell_by_count sky130_fd_sc_hd__dfrtp_1
qor: finish.reg_top3 data_out x32
qor: detailed_routing.average_wire_per_cell_in_the_routed_design 13.6 um
qor: cts.cts_root_buffer sky130_fd_sc_hd__clkbuf_8
qor: worst_setup_path.critical_path.max_fanout 12
qor: worst_setup_path.r2r_start data_out[18]$_DFFE_PN0P_
qor: cts.clock_latency 0.28 ns
qor: worst_setup_path.ff2ff_path_depth 4
qor: sta.layout_min_cycle_time 3.54 ns
qor: detailed_routing.first_pass_iters 25
qor: cts.cts_tree built
qor: detailed_routing.diodes 0
qor: cts.cts_htree_levels 2
qor: grt.grt_antenna_before_repair 0
qor: detailed_routing.drt-initial-drc-count 189
qor: cts.cts.clk_slew.worst_paths 0.07 ns
qor: sta.timing.final.max_slew_violations 0
qor: sta.max-slew-margin-rel 66.6%
qor: sta.max_freq 283 MHz
qor: detailed_routing.vias 1,809
qor: worst_setup_path.worstSetupPathType reg2out
qor: sta.setup_total_negative_slack 0 ns
qor: die.design.die.area 5100 um^2
qor: min_path.worst_hold_path_type reg2reg
qor: synthesis.synthesis.instances 230
qor: worst_setup_path.worstSetupStartpointType register
qor: synthesis.area_of_the_synthesized_netlist_per_yosys_stat 1930 um^2
qor: worst_setup_path.setup.reg_to_reg.worst_slack 2.98 ns
qor: pwr.clock_power_share 35.7%
qor: synthesis.synth_top_cell_by_area sky130_fd_sc_hd__dfrtp_1
qor: pwr.power.density 248 nW/um^2
qor: finish.final_util 62.1%
qor: detailed_routing.drc 0
qor: worst_setup_path.critical_path.startpoint data_out[24]$_DFFE_PN0P_
qor: worst_setup_path.crit_arrival 2.56 ns
qor: grt.overflow 0
qor: synthesis.synth-main-ff-cell sky130_fd_sc_hd__dfrtp_1
qor: pwr.vdd_ir_drop_max 0.152 mV
qor: detailed_routing.route.antenna.remaining_nets 0
qor: die.std_cell_rows 24
qor: synthesis.synth_cell_types 36
qor: cts.post_cts.resized_instances 0
qor: place.numPortBuffers 80
qor: status.status complete, no violations
qor: grt.number_of_global_route_vias_before_repair 1,690
qor: worst_setup_path.critical_path_required 3.92 ns
qor: place.gpl.final_weighted_congestion 0.788
qor: pwr.switching_share 24.9%
qor: cts.cts_buffer_depth 2
qor: detailed_routing.vias_per_cell 5.05
qor: synthesis.synth.avg_cell_area 8.38 um^2
qor: pwr.total_leakage_power 1.18 nW
qor: synthesis.top_cells_by_area sky130_fd_sc_hd__dfrtp_1, sky130_fd_sc_hd__buf_4, sky130_fd_sc_hd__nand3_1
qor: finish.fillers 402
qor: run.maxcap_violations 0
qor: finish.largest_register_by_flop_count data_out
qor: die.fp.dieW 71.4 um
qor: sta.max_slew.worst_pin.slew 0.501 ns
qor: synthesis.ys_seq_share 41.6%
qor: cts.cts_setup_buffers 0
qor: synthesis.top_cell_area_share 41.6%
qor: synthesis.enable_flop_cells 0
qor: finish.area_delta_synth_final 45.1%
qor: place.dpl.hpwl 3320 um
qor: cts.tritoncts.num_buffers 5
qor: worst_setup_path.endpoint data_out_next[11]
qor: cts.clock_sinks 32
qor: grt.grt_max_degree 57
qor: sta.report.final.hold_viol_count 0
qor: grt.gr-usage-all-layers 20.9%
qor: finish.drive_above_1_share 4.90%
qor: pwr.combPwrFrac 19.8%
qor: synthesis.synth.cells.most_frequent sky130_fd_sc_hd__dfrtp_1, sky130_fd_sc_hd__nand3_1, sky130_fd_sc_hd__inv_1
qor: pwr.p_seq_share 44.6%
qor: cts.cts_hold_buffers 0
qor: worst_setup_path.critical_path.reg2reg.endpoint data_out[7]$_DFFE_PN0P_
qor: pwr.switching_power 0.000173 W
qor: synthesis.yosys-stat-cells 230
qor: die.floorplan.die.height 71.4 um
qor: sta.finClkSkew 0.00662 ns
qor: synthesis.synth_flops 32
qor: worst_setup_path.capturing_element_type_of_the_critical_path primary output
qor: finish.largest_register_ff_count 32
qor: min_path.worst_hold_path_cell_count 2
qor: sta.finalSetupViolCount 0
qor: sta.grt_setup_unrepaired no
qor: grt.grt_first_pass_wirelength 8250 um
qor: pwr.p_int 0.000521 W
qor: sta.finalCritPeriodShare 72.2%
qor: die.core_region_area 4500 um^2
qor: die.initCoreUtil 42.8%
qor: synthesis.yosysWarningCount 1
qor: synthesis.mappedNetlistArea 1930 um^2
-- logic make-up after synthesis --
group	synth area share, %
simple gates	24.0
buf+inv	14.8
compound gates	14.0
flops	41.6
xor+xnor	3.64
fa+ha+maj	1.30
other cells	0.195
mux	0.520
-- worst max-delay path, stage by stage, from the launching register on --
cell and delay [ns]:
sky130_fd_sc_hd__dfrtp_1 0.40, sky130_fd_sc_hd__nor4_1 0.29, sky130_fd_sc_hd__and3_1 0.51, sky130_fd_sc_hd__nand2_1 0.40, sky130_fd_sc_hd__nor2_1 0.19, sky130_fd_sc_hd__clkdlybuf4s50_1 0.48
-- cell usage in the layout, fill, tap and decap left out, types with 2 or more instances in the layout --
cell / instances
sky130_fd_sc_hd__nand2_1: 6
sky130_fd_sc_hd__ha_1: 2
sky130_fd_sc_hd__a21oi_1: 9
sky130_fd_sc_hd__nand4b_1: 2
sky130_fd_sc_hd__nor4_1: 3
sky130_fd_sc_hd__clkdlybuf4s50_1: 80
sky130_fd_sc_hd__xnor2_1: 4
sky130_fd_sc_hd__xor2_1: 4
sky130_fd_sc_hd__nor2_1: 18
sky130_fd_sc_hd__a31oi_1: 4
sky130_fd_sc_hd__or4_1: 2
sky130_fd_sc_hd__inv_1: 24
sky130_fd_sc_hd__and3_1: 11
sky130_fd_sc_hd__clkbuf_8: 5
sky130_fd_sc_hd__dfrtp_1: 32
sky130_fd_sc_hd__conb_1: 19
sky130_fd_sc_hd__buf_4: 3
sky130_fd_sc_hd__o211ai_1: 5
sky130_fd_sc_hd__o21ai_0: 22
sky130_fd_sc_hd__nand3_1: 25
sky130_fd_sc_hd__nand4_1: 6
sky130_fd_sc_hd__or3_1: 3
-- through the flow --
step           total power [W]  setup slack [ns]  cells  cell area (um^2)  hold slack (ns)
3_5_place_dp          0.000452              1.67    350              2690            0.549
3_3_place_gp          0.000453              1.69    350              2690            0.537
4_1_cts               0.000705              1.34    358              2800            0.562
5_1_grt               0.000737              1.13    358              2800            0.588
2_1_floorplan         0.000371              2.48    248              1990            0.505
6_report              0.000694              1.36    358              2800            0.559
-- power groups by stage --
stage / Clock (W) / Sequential (W) / Combinational, W
CTS: 0.000256 / 0.000309 / 0.000139
global route: 0.000269 / 0.000314 / 0.000154
finish: 0.000248 / 0.000309 / 0.000137
-- area by class of cell --
type | count | area, um^2 | share of cell area, %
clock inverters | 2 | 35.0 | 1.25
clock buffers | 6 | 72.6 | 2.60
flip-flops and latches | 32 | 801 | 28.6
repair buffers | 83 | 823 | 29.5
inverters | 24 | 90.1 | 3.22
multi-input cells | 159 | 908 | 32.5
well taps | 52 | 65.1 | 2.33
-- layer usage --
| metal | global-route usage, % | up-vias | part of all wire, % |
|---|---|---|---|
| li1 | - | 904 | - |
| met1 | 32.5 | 831 | 45 |
| met2 | 31.6 | 74 | 46 |
| met3 | 5.99 | 0 | 8.9 |
| met4 | 1.78 | 0 | 0 |
| met5 | 0 | - | 0 |
-- worst min-delay path by stage --
stage / from / endpoint / slack [ns]
4_1_cts: data_out[14]$_DFFE_PN0P_ / data_out[14]$_DFFE_PN0P_ / 0.56
5_1_grt: data_out[21]$_DFFE_PN0P_ / data_out[21]$_DFFE_PN0P_ / 0.59
6_report: data_out[14]$_DFFE_PN0P_ / data_out[14]$_DFFE_PN0P_ / 0.56
Power and IR drop assume default switching activity.
